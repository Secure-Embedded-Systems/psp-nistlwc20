[./constraint.sdc]
current_design gift128

set clk_period 5.2
set clk_io_pct 0.2

create_clock -name clk0 -period $clk_period [get_ports {clk}]

set non_clock_inputs [all_inputs -no_clocks]
set_input_delay [expr $clk_period * $clk_io_pct] -clock clk0 $non_clock_inputs
set_output_delay [expr $clk_period * $clk_io_pct] -clock clk0 [all_outputs]
[./design.v]
module gift128(input  wire clk,
               input  wire [127:0] P,
               input  wire [127:0] K,
	           input  wire ld, 
               output wire [127:0] C,
               output wire done);
	localparam [0:40*6-1] GIFT_RC = {
     6'h01,6'h03,6'h07,6'h0F,6'h1F,6'h3E,6'h3D,6'h3B,6'h37,6'h2F,
     6'h1E,6'h3C,6'h39,6'h33,6'h27,6'h0E,6'h1D,6'h3A,6'h35,6'h2B,
     6'h16,6'h2C,6'h18,6'h30,6'h21,6'h02,6'h05,6'h0B,6'h17,6'h2E,
     6'h1C,6'h38,6'h31,6'h23,6'h06,6'h0D,6'h1B,6'h36,6'h2D,6'h1A};
	reg  [127:0] state;
	reg  [127:0] roundkey;
    reg  [5:0]   round;
    wire [127:0] round_out;
    wire [127:0] roundkey_out;
    wire  [127:0] next_state;
    wire  [127:0] next_roundkey;
    wire  [5:0]   next_round;
    wire [127:0] sub_1, sub_2, sub_3;
    assign sub_1[(128- 32)-1 -: 32] =  state[(128- 32)-1 -: 32] ^ (state[(128    )-1 -: 32] & state[(128- 64)-1 -: 32]);
    assign sub_1[(128    )-1 -: 32] =  state[(128    )-1 -: 32] ^ (sub_1[(128- 32)-1 -: 32] & state[(128- 96)-1 -: 32]);
    assign sub_1[(128- 64)-1 -: 32] =  state[(128- 64)-1 -: 32] ^ (sub_1[(128    )-1 -: 32] | sub_1[(128- 32)-1 -: 32]);
    assign sub_1[(128- 96)-1 -: 32] =  state[(128- 96)-1 -: 32] ^ sub_1[(128- 64)-1 -: 32];
    assign sub_2[(128- 32)-1 -: 32] =  sub_1[(128- 32)-1 -: 32] ^ sub_1[(128- 96)-1 -: 32];
    assign sub_2[(128- 96)-1 -: 32] = ~sub_1[(128- 96)-1 -: 32];
    assign sub_2[(128- 64)-1 -: 32] =  sub_1[(128- 64)-1 -: 32] ^ (sub_1[(128    )-1 -: 32] & sub_2[(128- 32)-1 -: 32]);
    assign sub_2[(128    )-1 -: 32] =  sub_1[(128    )-1 -: 32];
    assign sub_3[(128    )-1 -: 32] =  sub_2[(128- 96)-1 -: 32];
    assign sub_3[(128- 32)-1 -: 32] =  sub_2[(128- 32)-1 -: 32];
    assign sub_3[(128- 64)-1 -: 32] =  sub_2[(128- 64)-1 -: 32];
    assign sub_3[(128- 96)-1 -: 32] =  sub_2[(128    )-1 -: 32];
    wire [31:0] pq0, pq1, pq2, pq3;
    wire [31:0] pi0, pi1, pi2, pi3;
    assign pi0 = sub_3[(128    )-1 -: 32];
    assign pi1 = sub_3[(128- 32)-1 -: 32];
    assign pi2 = sub_3[(128- 64)-1 -: 32];
    assign pi3 = sub_3[(128- 96)-1 -: 32];
    assign {pq0[15], pq0[23], pq0[31], pq0[ 7], pq0[14], pq0[22], pq0[30], pq0[ 6], 
            pq0[13], pq0[21], pq0[29], pq0[ 5], pq0[12], pq0[20], pq0[28], pq0[ 4], 
            pq0[11], pq0[19], pq0[27], pq0[ 3], pq0[10], pq0[18], pq0[26], pq0[ 2], 
            pq0[ 9], pq0[17], pq0[25], pq0[ 1], pq0[ 8], pq0[16], pq0[24], pq0[ 0]} = pi0;
    assign {pq1[23], pq1[31], pq1[ 7], pq1[15], pq1[22], pq1[30], pq1[ 6], pq1[14], 
            pq1[21], pq1[29], pq1[ 5], pq1[13], pq1[20], pq1[28], pq1[ 4], pq1[12], 
            pq1[19], pq1[27], pq1[ 3], pq1[11], pq1[18], pq1[26], pq1[ 2], pq1[10], 
            pq1[17], pq1[25], pq1[ 1], pq1[ 9], pq1[16], pq1[24], pq1[ 0], pq1[ 8]} = pi1;
    assign {pq2[31], pq2[ 7], pq2[15], pq2[23], pq2[30], pq2[ 6], pq2[14], pq2[22], 
            pq2[29], pq2[ 5], pq2[13], pq2[21], pq2[28], pq2[ 4], pq2[12], pq2[20], 
            pq2[27], pq2[ 3], pq2[11], pq2[19], pq2[26], pq2[ 2], pq2[10], pq2[18], 
            pq2[25], pq2[ 1], pq2[ 9], pq2[17], pq2[24], pq2[ 0], pq2[ 8], pq2[16]} = pi2;
    assign {pq3[ 7], pq3[15], pq3[23], pq3[31], pq3[ 6], pq3[14], pq3[22], pq3[30], 
            pq3[ 5], pq3[13], pq3[21], pq3[29], pq3[ 4], pq3[12], pq3[20], pq3[28], 
            pq3[ 3], pq3[11], pq3[19], pq3[27], pq3[ 2], pq3[10], pq3[18], pq3[26], 
            pq3[ 1], pq3[ 9], pq3[17], pq3[25], pq3[ 0], pq3[ 8], pq3[16], pq3[24]} = pi3;
	wire [31:0] ark0, ark1, ark2, ark3;
	assign ark0 = pq0;
	assign ark1 = {roundkey[(128- 96)-1 -: 16], roundkey[(128-112)-1 -: 16]} ^ pq1;
	assign ark2 = {roundkey[(128- 32)-1 -: 16], roundkey[(128- 48)-1 -: 16]} ^ pq2;
	assign ark3 = GIFT_RC[6*round +: 6] ^ pq3 ^ 32'h80000000;
    wire [127:0] ark_out;
	assign ark_out = {ark0, ark1, ark2, ark3};
	wire [15:0] rw0, rw1, rw2, rw3, rw4, rw5, rw6, rw7;
	assign {rw0, rw1, rw2, rw3, rw4, rw5, rw6, rw7} = roundkey;
	assign roundkey_out = {{rw6[2-1:0], rw6[15:2]}, {rw7[12-1:0], rw7[15:12]},
							rw0, rw1, rw2, rw3, rw4, rw5};
    assign round_out = ark_out;
    assign next_state = (ld) ? P : round_out;
    assign next_roundkey = (ld)   ? K : roundkey_out;
    assign next_round    = (ld)   ? 4'h0 : 
                           (done) ? 4'h0 : round + 4'h1;
    always @(posedge clk)
    begin
      state    <= next_state;
      roundkey <= next_roundkey; 
      round    <= next_round;
    end
    assign C = ark_out;
    assign done = (round == 6'd39);
endmodule
[./config.mk]
export PLATFORM = sky130hd
export DESIGN_NAME = gift128
export DESIGN_NICKNAME = gift128
export VERILOG_FILES = /design/flow/design.v
export SDC_FILE = /design/flow/constraint.sdc
export NUM_CORES = 4
export LEC_CHECK = 1
export CORE_UTILIZATION = 40
[./run.sh]
#!/bin/bash
# OpenROAD 26Q1-2900-gdf79404cd8, Yosys 0.63+post, stock flow scripts
make -C /OpenROAD-flow-scripts/flow DESIGN_CONFIG=/design/flow/config.mk WORK_HOME=/design/flow/orfs finish
==> changes_impl.md <==
### Physical design

* Status: finished, final reports clean
* Post-Syn Area per Cell at 8.568 um2
* Initial drt markers at 761
* Tool warnings at 32
* Clk slew on worst S/H paths at approximately 0.060 ns
* Ports at 387
* WHS Path Cells at 1
* Insertion Delay late pin at 0.57 ns
* Final cell count without fillers at 2543
* Post-route ant nets at 0
* Core area at 34460 um2
* Yosys warns at 1
* Pleak at 8.233 nW
* Vias at 13199
* Row cnt at 68
* DIE AREA at ~36000 um2
* Worst Hold Class: reg -> reg
* FP Util at 40.45%
* Top cells by area: dfxtp_1, mux2_2, xnor2_1
* CP Max Fanout at 7
* Setup slack, reg-to-reg at roughly 0.2 ns
* Drt wl/cell at 21.11 um
* CTS tree: built
* # DRC at 0
* Post-CTS Hold Buffers at 0
* Share of power burned in registers at 26.1%
* H-tree levels at 1
* Final setup vio count at 0
* Max Fclk at 195.5 MHz
* Post-DP Area at 18460 um2
* Sw Ratio at a little under two fifths
* Crit Reg-Reg Endpoint: state[4]$_DFF_P_
* Pwr/cell area at 666.8 nW/um2
* Switching pwr at ~5.2 mW
* Required time worst endpoint at ~4.2 ns
* Post-DR vias/cell at 5.190
* R2R Path Start: round[1]$_SDFF_PP0_
* Crit path capture type: primary output
* Cell count after synthesis at 1627
* Layout area overhead at 47.05%
* Max-Cap Viols at 0
* Routed Wire Length at between 50000 and 60000 um
* Number of port buffers at between 300 and 400
* Share of cells above drive strength 1 at roughly 18%
* Mapped cell area at 13940 um2
* Worst Hold Launch: roundkey[41]$_DFF_P_
* RSZ-0062 raised after global routing: yes
* Final worst path period share at between 90% and 100%
* DP HPWL at 40900 um
* Worst slew pin tran at 0.8003 ns
* CTS max path bufs at 3
* P_int at around 8.5 mW
* Share of the synthesized area in the top cell type at a little under two fifths
* Critical Path Source Type: flip-flop
* Chip Width at 188.7 um
* Post-synthesis sequential area ratio at between 30% and 40%
* Post-synth cell types at 73
* Share of flip-flops with an asynchronous set or reset at 0%
* EDFF count, synth at 0
* Combinational fraction of design power at 56.8%
* Yosys chip area at 13940 um2
* Fin Setup TNS at 0 ns
* Antenna violations before repair at 4
* Largest net degree at the start of global routing at 101
* Inst Count DP at 2436
* Slew Viols, Final at 0
* Number of global-route vias before repair at 12494
* WHS at between 0.4 and 0.5 ns
* Peak VDD IR at 371.6 uV
* Yosys stat cell total at 1627
* Clock power frac at 17.1%
* Chip height at 188.7 um
* Synthesized registers at ~260
* CP arrival at 4.07 ns
* Final Power at approximately 14 mW
* Hold Path Sink: roundkey[9]$_DFF_P_
* GRT Util Overall at 30.52%
* Clk root buf: clkbuf_16
* Count of final hold-check violations at 0
* CTS Buf Count at 31
* GRT overflow at 0
* Skew final at 0.01126 ns
* Clk sinks at 262
* Pre-Repair DR Iteration Count at 5
* WS Path Type: reg -> out
* Ys flop type: dfxtp_1
* Min Tclk post-route at 5.115 ns
* Final instance area at 20500 um2
* Relative slew slack at 46.65%
* FILL cells at 2949
* Global-route wire length before repair at 78950 um
* GPL Wtd Cong at 0.9309
* FF-to-FF path depth at 28
* Area leader, netlist: dfxtp_1
-- sequential cells by signal, indices dropped and copies added, names as in the netlist --
signal,flops
round,6
state,128
roundkey,128
-- per-layer routing --
| layer | vias to the layer above | routed length, um | track usage (%) |
|---|---|---|---|
| met5 | - | 16 | 0 |
| met4 | 2 | 1560 | 7.072 |
| met3 | 81 | 4074 | 5.666 |
| met2 | 503 | 23540 | 46.35 |
| met1 | 6169 | 24480 | 45.91 |
| li1 | 6444 | - | - |
-- power by group through the flow --
| stage | registers (mW) | clock network [mW] | logic [mW] |
|---|---|---|---|
| global route | 3.68 | 2.48 | 8.35 |
| CTS | 3.54 | 2.39 | 7.74 |
| finish | 3.57 | 2.34 | 7.76 |
-- worst max-delay path by stage --
stage	startpoint	to	slack, ns
4_1_cts	round[1]$_SDFF_PP0_	C[3]	-0.11
5_1_grt	round[2]$_SDFF_PP0_	C[1]	-0.05
6_report	round[1]$_SDFF_PP0_	C[1]	0.09
-- cell usage after synthesis (5+ instances only) --
library cell / count
nand2_1: 378
dfxtp_1: 262
xnor2_1: 170
mux2_2: 162
a21oi_1: 109
o21ai_0: 85
nor2_1: 79
clkbuf_1: 55
nand3_1: 43
nand2b_1: 38
xor2_1: 35
nand3b_1: 27
a31oi_1: 13
nor3_1: 13
buf_1: 12
a211oi_1: 8
buf_2: 8
ha_1: 8
o211ai_1: 8
a22oi_1: 7
inv_1: 7
nand4_1: 7
and2_1: 5
o31ai_1: 5
or4_1: 5
-- repair_timing --
action / 4_1_cts / 5_1_grt
pin swaps: 35 / 14
setup buffers: 40 / 6
endpoints found under the setup margin: 6 / 5
cloned: 2 / 0
resized: 75 / 35
-- worst max-delay path: stages (launching register included) --
cell	delay, ns
dfxtp_4	0.36
ha_4	0.16
fa_2	0.45
ha_4	0.18
buf_4	0.14
nor2_4	0.11
nor3_4	0.06
buf_12	0.14
xnor2_4	0.37
mux2_2	0.41
o2111ai_4	0.24
a211oi_2	0.09
o21a_1	0.23
nor2_1	0.11
clkdlybuf4s50_1	0.46
-- metrics by stage --
step | setup WS [ns] | utilization, %
2_1_floorplan | 1.038 | -
4_1_cts | -0.1056 | 58.73
3_5_place_dp | 0.1269 | 53.58
5_1_grt | -0.05225 | 59.48
3_3_place_gp | 0.1236 | 53.58
6_report | 0.08508 | 59.49
-- layout make-up --
type                    count  area, um2  area share (%)
clock inverters            14      234.0           1.141
clock buffers              43      880.8           4.297
inverters                   7      28.78          0.1404
diodes                      3      7.507         0.03662
well taps                 455      569.3           2.777
flip-flops and latches    262       5253           25.62
multi-input cells        1284       8851           43.18
repair buffers            475       4674           22.80
-- layout by cell type (no fill, tap or decap), types with 4 or more instances in the layout --
cell             netlist  routed
buf_6                  0      10
clkbuf_8               0       6
dfxtp_1              262     258
buf_12                 0       6
buf_4                  0      71
nand4_1                7       7
o21ai_0               85      82
or4_1                  5       4
a211oi_1               8       5
nor3_1                13       9
nor2_1                79      69
xnor2_4                0       4
a31oi_1               13       9
mux2_2               162     162
o211ai_1               8       8
clkbuf_16              0      31
a22oi_1                7       7
nor2_4                 0       5
xnor2_1              170     166
nand3_1               43      43
nand2_1              378     376
inv_1                  7       6
nand2b_1              38      37
clkbuf_1              55       6
nand3b_1              27      27
clkdlybuf4s50_1        0     380
xor2_1                35      34
a21oi_1              109     107
nor2_2                 0       5
dlygate4sd2_1          0       4
and2_1                 5       4
clkinv_2               0       4
bufinv_16              0       6
-- cells by family after synthesis --
group,after synthesis,share of synthesized area (%)
AND/OR/NAND/NOR,609,19.21
buffers and inverters,82,2.280
adder cells (fa/ha/maj),10,0.9335
flip-flops,262,37.63
XOR/XNOR,213,14.06
AND-OR/OR-AND,286,12.59
multiplexers,165,13.30
Power is estimated from default activity; no workload was simulated.
